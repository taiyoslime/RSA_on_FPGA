==> flow/design.v <==
module display(row, col, red, green, blue, color, up, down, left, right, vnotactive, CLK, RST);
    input [9:0] row, col;
    input CLK, RST, color, up, down, left, right, vnotactive;
    output red, green, blue;
    reg red, green, blue;
    reg [9:0] originX, originY;
    reg [9:0] topX, topY;
    reg [9:0] endX, endY;
    reg [1:0] key_state;
    initial begin
        originX = 0;
        originY = 0;
        topX = 50;
        topY = 50;
        endX = 750;
        endY = 300;
    end
    always @(posedge CLK or negedge RST) begin
        if(!RST) begin
            red <= 1'b1;
            green <= 1'b1;
            blue <= 1'b1;
        end
        else begin
            if (row >= topX && row <= endX && col >= topY && col <= endY) begin
                if (1) begin
                        red <= 1'b1;
                        green <= 1'b1;
                        blue <= 1'b1;
                end
                else begin
                        red <= 1'b0;
                        green <= 1'b0;
                        blue <= 1'b0;
                end
            end
            else begin
                red <= 1'b0;
                green <= 1'b0;
                blue <= 1'b0;
            end
        end
    end
endmodule
==> flow/run.sh <==
#!/bin/bash
# OpenROAD 26Q1-2900-gdf79404cd8, Yosys 0.63+post, stock flow scripts
make -C /OpenROAD-flow-scripts/flow DESIGN_CONFIG=/design/flow/config.mk WORK_HOME=/design/flow/orfs finish
==> flow/config.mk <==
export PLATFORM = sky130hd
export DESIGN_NAME = display
export DESIGN_NICKNAME = display
export VERILOG_FILES = /design/flow/design.v
export SDC_FILE = /design/flow/constraint.sdc
export NUM_CORES = 4
export LEC_CHECK = 1
export CORE_AREA = 10 10 70 70
export DIE_AREA = 0 0 80 80
==> flow/constraint.sdc <==
current_design display

set clk_period 1.0
set clk_io_pct 0.2

create_clock -name clk0 -period $clk_period [get_ports {CLK}]

set non_clock_inputs [all_inputs -no_clocks]
set_input_delay [expr $clk_period * $clk_io_pct] -clock clk0 $non_clock_inputs
set_output_delay [expr $clk_period * $clk_io_pct] -clock clk0 [all_outputs]
==> impl_metrics.csv <==
group,metric,value,unit
outcome,status,"finished, violations left",
outcome,violations,"setup timing",
yosys,yosysChipArea,143,sq um
drt,dr.max_layer_used,"met3",
drt,drc,0,
final_timing,finalHoldViolations,0,
worst_setup_path,worstPathMaxFanout,2,
power_and_ir_drop,combPwrFrac,71.9,%
clock_network,postCtsHoldBufs,0,
final_timing,tns,-190,ps
finish,syn_to_final_growth,210,%
floorplanning,die_x,80,um
grt,grt_pass1_vias,292,
place,routabilityCongestion,0.695,
final_timing,fin_ws,-190,ps
finish,seqCellArea,26.3,sq um
worst_setup_path,crit_path_max_incr_delay,520,ps
power_and_ir_drop,p_total,0.174,mW
place,io_buffer_count,24,
final_timing,hold_ws,513,ps
worst_setup_path,cp_num_buf_inv,1,
drt,wl_met1,425,um
power_and_ir_drop,seq_power_share,28.1,%
yosys,ys_cells,15,
place,dpl.cell_count,86,
finish,largest_reg_flops,1,
clock_network,path_clk_slew,0,ps
drt,routed_wl,894,um
grt,grt-ovfl-total,0,
yosys,syn_area,143,sq um
drt,wire_per_inst,10.4,um
power_and_ir_drop,ir_drop,0.000111,V
finish,nFillCells,394,
power_and_ir_drop,p_switching,0.0405,mW
floorplanning,die-area,6400,sq um
final_timing,slew-limit-headroom,87.6,%
finish,instances_no_fill,86,
worst_setup_path,start_kind,"input pin",
floorplanning,fp-row-count,21,
drt,initialDrtViolationCount,3,
final_timing,max_freq,840,MHz
yosys,yosys.area.top_type,"dfstp_2",
floorplanning,fp_util,4.18,%
run,warning_count,37,
yosys,area_leaders,"dfstp_2 18%, o311a_1 14%, buf_4 11%, o211a_1 7.0%, o32a_1 7.0%",
worst_setup_path,cp.arrival,1100,ps
worst_setup_path,cp-end-kind,"register",
finish,largest_registers,"green: 1 flops",
worst_setup_path,path_cells,"buf_6, or4_4, o32a_1, o211a_1",
drt,num_vias,246,
final_timing,min_period,1190,ps
grt,grt_max_degree,4,
drt,dr.pass1.iters,2,
drt,ant_nets,0,
yosys,ys_types,13,
yosys,top_cell_area_share,18.4,%
min_path,hp-class,"in -> async",
finish,comb_area,130,sq um
power_and_ir_drop,p_leak,0.188,nW
place,place_area,453,sq um
place,dp_hpwl,831,um
final_timing,finalMaxSlewViolations,0,
worst_setup_path,critPathKind,"in -> reg",
final_timing,post-route-period-util,119,%
floorplanning,die_h,80,um
finish,drive_above_1_share,52.5,%
final_timing,rsz0062_at_grt,"yes",
drt,via_per_inst,2.86,
grt,grt.total_usage,2.71,%
drt,wl_met2,359,um
worst_setup_path,cp_top_family,"simple AND/OR/NAND/NOR gates",
finish,top_register,"green",
grt,grt_pass1_wl,1.37,mm
finish,final_area,442,sq um
drt,insertedDiodeCount,0,
drt,wl_met3,109,um
worst_setup_path,required,910,ps
power_and_ir_drop,p_int,0.133,mW
yosys,avgSynthCellArea,9.51,sq um
power_and_ir_drop,p_per_area,393,nW/um^2
final_timing,setup_viol_count_final,1,
floorplanning,core,3420,sq um
yosys,syn_inst,15,
floorplanning,io_pins,31,
power_and_ir_drop,p_sw_share,23.3,%
yosys,yosysSeqAreaShare,18.4,%
finish,mostFrequentLayoutCells,"7 x buf_2, 7 x dlygate4sd2_1, 4 x buf_6",
yosys,numSynthFlops,1,
power_and_ir_drop,p_clk_share,0,%
worst_setup_path,crit_slowest_cell,"or4_4",
run,drv_cap,0,
final_timing,tightestPinTransition,185,ps
yosys,ys_warn_count,1,
grt,antenna_found_initial,0,
-- logic make-up (layout without fill, tap and decap cells) --
family | after synthesis | count (layout) | synth area share (%)
AND-OR/OR-AND | 8 | 8 | 50.9
buffers and inverters | 2 | 27 | 10.5
flip-flops | 1 | 1 | 18.4
AND/OR/NAND/NOR | 4 | 4 | 20.2
-- synth_stat cells --
cell	count
or3_1	1
a41oi_1	1
o32a_1	1
o22ai_1	1
buf_4	2
or4_1	1
a311oi_1	1
dfstp_2	1
o211a_1	1
or3b_1	1
o311a_1	2
nand4_1	1
a2bb2oi_1	1
-- layout make-up --
cell class	count	area share [%]
repair buffers	27	51.6
flip-flops and latches	1	5.95
multi-input cells	12	29.5
well taps	46	13.0
-- worst max path at each step --
stage                   from     to  slack (ps)  cells past startpoint
after CTS             row[9]  green        -220                      4
after global routing  row[6]  green        -230                      4
final                 row[9]  green        -190                      4
-- repair_timing --
| action | in CTS | in global routing |
|---|---|---|
| setup buffers | 1 | 0 |
| gates resized | 58 | 8 |
| setup endpoints to repair | 4 | 3 |
| pin swaps | 10 | 7 |
-- metal layers --
layer / vias up / GRT usage (%)
met4: 0 / 0
met2: 16 / 4.17
li1: 120 / -
met5: - / 0
met3: 0 / 1.14
met1: 110 / 3.64
-- power by group through the flow --
stage / registers (mW) / logic, mW / clock network [mW]
finish: 0.0488 / 0.125 / 0
global route: 0.0499 / 0.136 / 0
CTS: 0.0482 / 0.121 / 0
-- stage by stage --
step	utilization, %	setup WS, ps
5_1_grt	12.9	-226
3_3_place_gp	13.3	-550
3_5_place_dp	13.3	-575
4_1_cts	12.2	-216
2_1_floorplan	-	-38.3
6_report	12.9	-190
Power and IR drop assume default switching activity.
