==> design.v <==
module random #(
    parameter mbit = 63
)
(
    input logic clk,
    input logic rst,
    input logic [mbit:0] seed,
    output logic [mbit:0] randn
);
    initial begin
        randn = 0;
    end
    always @(posedge clk or negedge rst) begin
        if (!rst)
        begin
            randn <= 0;
        end
        else
        begin
            if (mbit == 31) begin
                randn <= xorshift32(seed);
            end
            else if (mbit == 63) begin
                randn <= xorshift64(seed);
            end
            else begin
                randn <= xorshift64(seed);
            end
        end
    end
    function logic [mbit:0] xorshift32(input logic [mbit:0] seed);
        if (seed == 0) begin
            seed = seed + 1;
        end
        xorshift32 = seed;
        xorshift32 = xorshift32 ^ (xorshift32 << 13);
        xorshift32 = xorshift32 ^ (xorshift32 >> 17);
        xorshift32 = xorshift32 ^ (xorshift32 << 5);
    endfunction
    function logic [mbit:0] xorshift64(input logic [mbit:0] seed);
        if (seed == 0) begin
            seed = seed + 1;
        end
        xorshift64 = seed;
        xorshift64 = xorshift64 ^ (xorshift64 << 13);
        xorshift64 = xorshift64 ^ (xorshift64 >> 7);
        xorshift64 = xorshift64 ^ (xorshift64 << 17);
    endfunction
endmodule
==> run.sh <==
#!/bin/bash
# OpenROAD 26Q1-2900-gdf79404cd8, Yosys 0.63+post, stock flow scripts
make -C /OpenROAD-flow-scripts/flow DESIGN_CONFIG=/design/flow/config.mk WORK_HOME=/design/flow/orfs finish
==> config.mk <==
export PLATFORM = sky130hd
export DESIGN_NAME = random
export DESIGN_NICKNAME = random
export VERILOG_FILES = /design/flow/design.v
export SDC_FILE = /design/flow/constraint.sdc
export NUM_CORES = 4
export LEC_CHECK = 1
export CORE_UTILIZATION = 50
==> constraint.sdc <==
current_design random

set clk_period 1.0
set clk_io_pct 0.2

create_clock -name clk0 -period $clk_period [get_ports {clk}]

set non_clock_inputs [all_inputs -no_clocks]
set_input_delay [expr $clk_period * $clk_io_pct] -clock clk0 $non_clock_inputs
set_output_delay [expr $clk_period * $clk_io_pct] -clock clk0 [all_outputs]
==> notes.md <==
yosys + openroad results -> CTS max path bufs=2, Mapped Cells=between 200 and 300, Synth top area share=a little under half, Placed Cells=around 600, H-tree Lvls=3, dpl ws=-1.50 ns, # port buffers=129, synth cell count leaders=xnor2_1 (131), dfrtp_1 (64), xor2_1 (42), nor4_1 (14), CTS Buf Count=9, Synth warnings=1, I/O Pins=between 100 and 150, Die Height=~85 microns, row cnt=29, most frequent cell after synthesis=xnor2_1, ys flops=between 60 and 70, yosys cell count=about 280, Seq/Total Area, Yosys=approximately 46%, Post-synth EDFFs=0, clock sink count=64, Synth Cell Area=about 3500 sq um, FFs w/ async S/R, synth=100%, Yosys Chip Area=~3500 sq um, status=did not finish, Fail Step=clock tree synthesis, main flop type=dfrtp_1, distinct lib cells=18, HPWL after DPL=around 9.6 mm, Die Width=around 85 microns, placed cell area=around 5800 sq um, CTS Root Cell=clkbuf_8, cell type with the largest total area=dfrtp_1, error msg=[ERROR DPL-0036] Detailed placement failed., RePlAce Congestion=about 1.0, fp util=between 50 and 60%, Mapped Avg Cell Area=between 10 and 15 sq um, Top cells by area=dfrtp_1 (46%), xnor2_1 (33%), xor2_1 (11%)
cell families after synthesis:
family                     count (synthesis)  synth area share (%)
and+or+nand+nor                           23                  4.49
AOI/OAI and AO/OA                          1                 0.254
muxes                                      1                 0.399
buffers and inverters                      8                  1.23
adders and majority gates                  2                 0.725
xor gates and xnor gates                 177                  46.5
DFF                                       64                  46.4
